==> design.v <==
module randomPerm3Map(X_all, Y_all, random);
    input [5:0] X_all;
    input [6:0] random;
    output reg [5:0] Y_all;
    always @* begin
        if (0 <= random && random < 21) begin
            Y_all[1:0] <= X_all[1:0];
            Y_all[3:2] <= X_all[3:2];
            Y_all[5:4] <= X_all[5:4];
        end else if (21 <= random && random < 42) begin
            Y_all[1:0] <= X_all[1:0];
            Y_all[5:4] <= X_all[3:2];
            Y_all[3:2] <= X_all[5:4];
        end else if (42 <= random && random < 64) begin
            Y_all[3:2] <= X_all[1:0];
            Y_all[1:0] <= X_all[3:2];
            Y_all[5:4] <= X_all[5:4];
        end else if (64 <= random && random < 85) begin
            Y_all[3:2] <= X_all[1:0];
            Y_all[5:4] <= X_all[3:2];
            Y_all[1:0] <= X_all[5:4];
        end else if (85 <= random && random < 106) begin
            Y_all[5:4] <= X_all[1:0];
            Y_all[1:0] <= X_all[3:2];
            Y_all[3:2] <= X_all[5:4];
        end else if (106 <= random && random < 128) begin
            Y_all[5:4] <= X_all[1:0];
            Y_all[3:2] <= X_all[3:2];
            Y_all[1:0] <= X_all[5:4];
        end else begin
            Y_all <= 6'bx;
        end
    end
endmodule
module restrectedMovSeq(restrected, prob, random, outSeq); 
    input [12:0] random;
    input [1:0] restrected;
    input [2:0] prob;
    output [7:0] outSeq;
    wire [5:0] block, shuffledBlock;
    biasedMixGen bmix(.block(shuffledBlock), .special(restrected), .outSeq(outSeq), .prob(prob), .random(random[5:0]));
    numberPicker npick(.sel(restrected), .remain(block));
    randomPerm3Map map(.X_all(block), .Y_all(shuffledBlock), .random(random[12:6]));
endmodule
module biasedMixGen(block, special, outSeq, prob, random);  
    input [5:0] block;
    input [1:0] special;
    input [2:0] prob;
    input [5:0] random;
    output reg [7:0] outSeq;
    always @* begin
        if (random < prob) begin
            outSeq <= {block, special};
        end else begin
            outSeq <= {special, block};
        end
    end
endmodule
module numberPicker(sel, remain);
    input [1:0] sel;
    output reg [5:0] remain;
    always @* begin
        if (sel == 0) begin
            remain <= {2'd1, 2'd2, 2'd3};
        end else if (sel == 1) begin
            remain <= {2'd0, 2'd2, 2'd3};
        end else if (sel == 2) begin
            remain <= {2'd0, 2'd1, 2'd3};
        end else if (sel == 3) begin
            remain <= {2'd0, 2'd1, 2'd2};
        end else begin
            remain <= 6'bx;
        end
    end
endmodule
==> run.sh <==
#!/bin/bash
# OpenROAD 26Q1-2900-gdf79404cd8, Yosys 0.63+post, stock flow scripts
make -C /OpenROAD-flow-scripts/flow DESIGN_CONFIG=/design/flow/config.mk WORK_HOME=/design/flow/orfs finish
==> config.mk <==
export PLATFORM = sky130hd
export DESIGN_NAME = restrectedMovSeq
export DESIGN_NICKNAME = restrectedMovSeq
export VERILOG_FILES = /design/flow/design.v
export SDC_FILE = /design/flow/constraint.sdc
export NUM_CORES = 4
export LEC_CHECK = 1
export CORE_AREA = 10 10 70 70
export DIE_AREA = 0 0 80 80
==> constraint.sdc <==
current_design restrectedMovSeq

set clk_period 2.8
set clk_io_pct 0.2

create_clock -name clk0 -period $clk_period

set non_clock_inputs [all_inputs -no_clocks]
set_input_delay [expr $clk_period * $clk_io_pct] -clock clk0 $non_clock_inputs
set_output_delay [expr $clk_period * $clk_io_pct] -clock clk0 [all_outputs]
==> impl_metrics.prom <==
# HELP chip_impl_metric Flow report values
# TYPE chip_impl_metric gauge
chip_impl_metric{name="drv_cap",unit=""} 0
chip_impl_info{name="synth.area.top_cells",value="mux2i_1 10%, o21ai_0 8.8%, nand2_1 6.6%, ha_1 6.3%, a21oi_2 4.4%"} 1
chip_impl_metric{name="yosys.stat.seqShare",unit=""} 0
chip_impl_metric{name="antennaDiodeCount",unit=""} 0
chip_impl_metric{name="dp_slack",unit="ps"} -502
chip_impl_metric{name="power",unit="µW"} 143
chip_impl_metric{name="remaining_global_route_overflow",unit=""} 0
chip_impl_metric{name="post-route-drc-count",unit=""} 0
chip_impl_metric{name="area_growth_syn_to_layout",unit="%"} 127
chip_impl_info{name="hold_path_end",value="outSeq[2]"} 1
chip_impl_metric{name="first_iter_violations",unit=""} 40
chip_impl_metric{name="gp_congestion",unit=""} 0.730
chip_impl_metric{name="grt_start_max_net_pins",unit=""} 10
chip_impl_metric{name="drive_above_1_share",unit=""} 0.408
chip_impl_metric{name="routed-via-count",unit=""} 582
chip_impl_metric{name="yosys.area.top_type_share",unit=""} 0.101
chip_impl_metric{name="design.die.area",unit="µm²"} 6400
chip_impl_metric{name="period_minus_slack",unit="ps"} 2700
chip_impl_metric{name="grt_first_pass_wirelength",unit="µm"} 2390
chip_impl_metric{name="filler_cell_count",unit=""} 381
chip_impl_info{name="crit_chain",value="clkdlybuf4s50_1 > nor4_4 > o21ai_4 > buf_6 > buf_4 > and2_4 > a21oi_2 > o211ai_1 > buf_2"} 1
chip_impl_metric{name="drt-vias-per-instance",unit=""} 3.91
chip_impl_metric{name="yosysChipArea",unit="µm²"} 398
chip_impl_metric{name="warning_count_from_the_yosys_run",unit=""} 3
chip_impl_metric{name="synth_stat.cells",unit=""} 60
chip_impl_metric{name="post_layout_period_usage",unit=""} 0.965
chip_impl_metric{name="hold_viol",unit=""} 0
chip_impl_metric{name="power.density_cell_area",unit="nW/µm²"} 158
chip_impl_metric{name="die_h",unit="µm"} 80
chip_impl_metric{name="postSynthCellCount",unit=""} 60
chip_impl_metric{name="log.warning_count",unit=""} 32
chip_impl_metric{name="worst_path_arrival_time",unit="ps"} 2140
chip_impl_metric{name="hold_path_cells",unit=""} 6
chip_impl_info{name="worst_hold_path_type",value="primary input to output pin"} 1
chip_impl_metric{name="register_area",unit="µm²"} 0
chip_impl_metric{name="detailedRoute.firstPassIterationCount",unit=""} 2
chip_impl_metric{name="grt_pass1_vias",unit=""} 563
chip_impl_metric{name="layout.clock_buffers",unit=""} 0
chip_impl_metric{name="mean_area_per_synthesized_cell",unit="µm²"} 6.63
chip_impl_metric{name="max_slew_margin",unit=""} 0.800
chip_impl_metric{name="clock.fmax",unit="MHz"} 370
chip_impl_info{name="synthTopCellsByCount",value="7 x nand2_1, 7 x o21ai_0, 4 x mux2i_1, 4 x nor2_1"} 1
chip_impl_info{name="end_kind",value="output pin"} 1
chip_impl_metric{name="final_antenna_net_count",unit=""} 0
chip_impl_metric{name="cp.required",unit="ps"} 2240
chip_impl_metric{name="antenna_found_initial",unit=""} 0
chip_impl_info{name="timing.critical_path.from_type",value="primary input"} 1
chip_impl_metric{name="fp-row-count",unit=""} 21
chip_impl_metric{name="synth.distinct_cells",unit=""} 30
chip_impl_info{name="status",value="complete, no violations"} 1
chip_impl_metric{name="coreArea",unit="µm²"} 3420
chip_impl_metric{name="wl_per_cell",unit="µm"} 10.2
chip_impl_metric{name="grt.total_usage",unit=""} 0.0425
chip_impl_metric{name="finalWirelength",unit="µm"} 1530
chip_impl_metric{name="slowest_delay",unit="ps"} 440
chip_impl_metric{name="fin_ws",unit="ps"} 97.6
chip_impl_metric{name="final_setup_violating_endpoints",unit=""} 0
chip_impl_metric{name="max-vdd-ir-drop",unit="V"} 0.0000512
chip_impl_metric{name="fp_util",unit=""} 0.116
chip_impl_info{name="crit_type",value="primary input to output pin"} 1
chip_impl_info{name="cp_slowest_cell",value="clkdlybuf4s50_1"} 1
chip_impl_info{name="rsz_0062_raised_after_global_routing",value="no"} 1
chip_impl_metric{name="report.final.slew_viol_count",unit=""} 0
chip_impl_metric{name="seq_cells",unit=""} 0
chip_impl_info{name="largest_area_cell",value="mux2i_1"} 1
chip_impl_metric{name="io_pins",unit=""} 26
chip_impl_metric{name="floorplan.die.width",unit="µm"} 80
chip_impl_metric{name="worst_slew_pin_slew",unit="ps"} 299
chip_impl_metric{name="hpwl_dp",unit="µm"} 1210
chip_impl_metric{name="leakage",unit="nW"} 0.408
chip_impl_metric{name="crit_path_max_fanout",unit=""} 5
chip_impl_metric{name="port_buffers",unit=""} 26
chip_impl_metric{name="mappedNetlistArea",unit="µm²"} 398
chip_impl_info{name="hold_start",value="random[11]"} 1
-- critical path, delay by kind of cell --
kind	cells	cell delay, ps
compound gates	3	300
buf+inv	4	830
simple gates	2	440
-- area by class of cell --
| class | instances | area, µm² | area share |
|---|---|---|---|
| multi-input cells | 54 | 444 | 0.491 |
| repair buffers | 46 | 392 | 0.433 |
| well taps | 46 | 57.6 | 0.0636 |
| inverters | 3 | 11.3 | 0.0124 |
-- metrics by stage --
stage	util	instances	area (µm²)	TNS (ps)	hold slack [ps]
5_1_grt	0.265	149	905	0	1970
3_5_place_dp	0.236	143	806	-3410	2270
3_3_place_gp	0.236	143	806	-3450	2260
6_report	0.265	149	905	0	1870
2_1_floorplan	-	60	398	0	1170
4_1_cts	0.259	148	886	0	1990
-- repair_timing --
action                                  4_1_cts  5_1_grt
hold buffers                                  0        0
gates resized                                38        7
buffers inserted                              5        1
endpoints found under the setup margin        8        5
pin swaps                                    11        4
-- cells by family (layout without fill, tap and decap cells) --
logic type      count (synthesis)  in the layout  synth area share
fa+ha+maj                       2              2            0.0629
simple gates                   23             23             0.305
compound gates                 23             23             0.406
mux                             5              5             0.138
buf+inv                         6             49            0.0660
xor+xnor                        1              1            0.0220
-- per-layer routing --
layer / wire, µm / track usage
met1: 806 / 0.0593
met2: 640 / 0.0698
met3: 78 / 0.00795
met4: 0 / 0
met5: 0 / 0
-- report_power, final --
group,leakage (nW),switching [mW],internal [mW]
registers,0,0,0
logic,0.408,0.0585,0.0846
clock network,0,0,0
total,0.408,0.0585,0.0846
-- cell usage in the layout (no fill, tap or decap), drive strengths merged --
cell type      count
clkbuf             1
mux2i              4
xnor2              1
a221oi             1
o21a               2
buf               23
o21ai              9
a31oi              1
o2bb2ai            1
clkdlybuf4s15      2
nor4               1
and2               3
nor3               1
dlymetal6s2s       1
nand2b             2
nor2               4
o211ai             2
clkdlybuf4s50      9
a21o               1
a21oi              5
inv                3
a211oi             1
ha                 2
or3                2
nand3              1
dlygate4sd2       10
mux2               1
nand2              9
-- how the worst max path moves through the flow --
stage,cells after the start,slack (ps),endpoint,start
after CTS,8,60,outSeq[2],random[11]
final,9,100,outSeq[5],random[4]
after global routing,10,7,outSeq[5],random[2]
Power figures rest on the tool's default switching activity, not on a simulated workload.
